==> /design/flow/design.v <==
`timescale 1ns / 1ps
module wallace_8x8(m,n,p);
    parameter width = 8;
    input [width-1:0] n,m;
    output [width*2:0] p;
	 wire [(width**2)-1:0] pp_sig;
	 wire [62:0] c;
	 wire [52:0] s;
	genvar j,k;
   generate
      for (j=0; j < width; j=j+1) 
      begin: outer_loop
         for (k=0; k < width; k=k+1) 
         begin: inner_loop
            assign pp_sig[8*j+k] = m[j] & n[k];
         end
      end
   endgenerate
	half_adder HA1_l1 (pp_sig[1],pp_sig[8],s[0],c[0]);
	generate
      for (j=0; j< 6; j=j+1) 
      begin: l1_s1
         full_adder FA1_l1(pp_sig[2+j],pp_sig[9+j],pp_sig[16+j],s[1+j],c[1+j]);
      end
   endgenerate
	half_adder HA2_l1 (pp_sig[15],pp_sig[22],s[7],c[7]);
	half_adder HA3_l1 (pp_sig[25],pp_sig[32],s[8],c[8]);
	generate
      for (j=0; j< 6; j=j+1) 
      begin: l1_s2
         full_adder FA1_l1(pp_sig[26+j],pp_sig[33+j],pp_sig[40+j],s[9+j],c[9+j]);
      end
   endgenerate
	half_adder HA4_l1 (pp_sig[39],pp_sig[46],s[15],c[15]);
	half_adder HA1_l2 (s[1],c[0],s[16],c[16]);
	full_adder FA1_l2(s[2],c[1],pp_sig[24],s[17],c[17]);
	generate
      for (j=0; j< 5; j=j+1) 
      begin: l2_s1
         full_adder FA2_l2(s[3+j],c[2+j],s[8+j],s[18+j],c[18+j]);
      end
   endgenerate
	full_adder FA3_l2(pp_sig[23],c[7],s[13],s[23],c[23]);
	half_adder HA2_l2 (c[9],pp_sig[48],s[24],c[24]);
	generate
      for (j=0; j< 6; j=j+1) 
      begin: l2_s2
         full_adder FA4_l2(c[10+j],pp_sig[49+j],pp_sig[56+j],s[25+j],c[25+j]);
      end
   endgenerate
	half_adder HA3_l2 (pp_sig[55],pp_sig[62],s[31],c[31]);
	half_adder HA1_l3 (s[17],c[16],s[32],c[32]);
	half_adder HA2_l3 (s[18],c[17],s[33],c[33]);
	full_adder FA1_l3(s[19],c[18],c[8],s[34],c[34]);
	generate
      for (j=0; j< 4; j=j+1) 
      begin: l3_s1
         full_adder FA2_l3(s[20+j],c[19+j],s[24+j],s[35+j],c[35+j]);
      end
   endgenerate
	full_adder FA3_l3(s[14],c[23],s[28],s[39],c[39]);
	half_adder HA3_l3 (s[15],s[29],s[40],c[40]);
	half_adder HA4_l3 (pp_sig[47],s[30],s[41],c[41]);
	assign p[0] = pp_sig[0];
	assign p[1] = s[0];
	assign p[2] = s[16];
	assign p[3] = s[32];
	generate
      for (j=0; j< 3; j=j+1) 
      begin: l4_ha
         half_adder HA1_l4 (s[33+j],c[32+j],s[42+j],c[42+j]);
      end
   endgenerate
	generate
      for (j=0; j<6 ; j=j+1) 
      begin: l4_fa
         full_adder FA1_l4(c[24+j],s[36+j],c[35+j],s[45+j],c[45+j]);
      end
   endgenerate
	full_adder FA2_l4(c[30],s[31],c[41],s[51],c[51]);
	half_adder HA2_l4 (c[31],pp_sig[63],s[52],c[52]);
	assign p[4] = s[42];
	half_adder HA1_l5 (s[43],c[42],p[5],c[53]);
	generate
      for (j=0; j<9 ; j=j+1) 
      begin: l5_fa
         full_adder FA1_l5(s[44+j],c[43+j],c[53+j],p[6+j],c[54+j]);
      end
   endgenerate
	half_adder HA2_l5 (c[52],c[62],p[15],p[16]);
endmodule
`timescale 1ns / 1ps
module full_adder(
    input a_in,
    input b_in, c_in,
    output sum,
    output carry
    );
	 assign sum = a_in ^ b_in ^ c_in ;
	 assign carry = (a_in & b_in) | (b_in & c_in) | (c_in &a_in);
endmodule
`timescale 1ns / 1ps
module half_adder(
    input a_in,
    input b_in,
    output sum,
    output carry
    );
	 assign sum = a_in ^ b_in;
	 assign carry = a_in & b_in;
endmodule
==> /design/flow/run.sh <==
#!/bin/bash
# OpenROAD 26Q1-2900-gdf79404cd8, Yosys 0.63+post, stock flow scripts
make -C /OpenROAD-flow-scripts/flow DESIGN_CONFIG=/design/flow/config.mk WORK_HOME=/design/flow/orfs finish
==> /design/flow/config.mk <==
export PLATFORM = sky130hd
export DESIGN_NAME = wallace_8x8
export DESIGN_NICKNAME = wallace_8x8
export VERILOG_FILES = /design/flow/design.v
export SDC_FILE = /design/flow/constraint.sdc
export NUM_CORES = 4
export LEC_CHECK = 1
export CORE_UTILIZATION = 40
==> /design/flow/constraint.sdc <==
current_design wallace_8x8

set clk_period 9.1
set clk_io_pct 0.2

create_clock -name clk0 -period $clk_period

set non_clock_inputs [all_inputs -no_clocks]
set_input_delay [expr $clk_period * $clk_io_pct] -clock clk0 $non_clock_inputs
set_output_delay [expr $clk_period * $clk_io_pct] -clock clk0 [all_outputs]
==> summary.txt <==
impl run done, here's what came out: Clock buffer cells 0, final setup fails 3, Final period util 1.035, chip area 4767 um^2, drt initial violations 22, Top non-seq family adder cells, Die Ht roughly 70 um, num ports 33, gr usage total 0.1683, min cycle time layout 9.416 ns, crit end category primary output, Setup CP Type in -> out, Total Power ~300 uW, routed vias approximately 1.2k, Yosys warnings 0, diode count 0, yosys xor share 0, Filler cells 415, global-route wire length before repair just over 6000 um, status complete, but fails checks, antenna-violating nets left 0, Placer Congestion 0.8741, Log Warnings 35, failing checks negative setup slack, Final Hold Viols 0, crit path to p[15], Gate Area 1582 um^2, GRT overflow 0, hold_buf cts 0, VDD IR max slightly below 0.06 mV, PD cells 132.4 nW/um^2, Worst-Margin Slew 0.1716 ns, final hold slack between 4 and 5 ns, Detail Placement HPWL 3158 um, Dominant cell area share 0.5233, aoi share 0, HP Class in -> out, largest net degree at the start of global routing 8, Max Cap Viol 0, antenna violations before repair 0, Pre-Place Util 0.4158, area delta synth->final 24.57%, Mapped Cells 187, post-synthesis cell area 1798 um^2, CP Max Fanout 4, drt pass-1 iters 2, # DRC 0, Slew Viols, Final 0, flop count 0, post-synth top area cell fa_1, Total Wirelength 3346 um, Setup WS post-layout -0.3161 ns, core area ~4300 um^2, Critical Path RT roughly 7.3 ns, # rows 24, I/O Buffers 33, Die Width 69.05 um, Synth Seq Share 0, Via density 4.489, Multiplexer share 0, FMAX around 110 MHz, Sequential Area 0 um^2, Routed WL per cell between 10 and 15 um, Post-Syn Area per Cell 9.615 um^2, adder share 0.6416, static leakage 0.001145 uW, Yosys cell types 6, crit start category input pin, critical path launch point m[5], dpl ws -1.218 ns, Synth area leaders fa_1 52%, and2_1 17%, ha_1 12%, Worst EP arrival 7.60 ns, RSZ-0062 raised after global routing true, vias in the first global route 1396, YS chip area 1798 um^2, simple-gate area share of the yosys netlist 0.2018, relative slew slack 0.8852, yosys cell count ~190, layout cells sized above 1 0.2902
stage by stage:
step | cell area [um^2] | TNS [ns] | utilization | cells
after floorplan | 1832 | -0.1318 | - | 187
after global placement | 2246 | -4.304 | 0.5194 | 275
after detailed placement | 2246 | -4.416 | 0.5194 | 275
after CTS | 2235 | -2.044 | 0.5168 | 275
after global routing | 2240 | -1.229 | 0.5179 | 276
final | 2240 | -0.7581 | 0.5179 | 276
metal layers:
metal,global-route usage,share of wire
met4,0.004535,0.0018
met3,0.03561,0.051
met1,0.2677,0.46
met5,0,0
met2,0.2697,0.49
cell usage after synthesis:
master / n
ha_1: 17
buf_4: 16
nand2_1: 15
fa_1: 47
and2_1: 49
inv_1: 43
how the worst min path moves through the flow:
stage	startpoint	end	slack [ns]	cells past startpoint
4_1_cts	m[0]	p[0]	4.40	4
5_1_grt	m[0]	p[0]	4.45	4
6_report	m[0]	p[0]	4.40	4
final cells by class:
cell class / count / area share
Inverter: 43 / 0.07207
Multi-Input combinational cell: 128 / 0.7061
Timing Repair Buffer: 53 / 0.1927
Tap cell: 52 / 0.02905
cells in the final DEF (no fill, tap or decap):
cell / count
and2_1: 40
inv_1: 37
fa_1: 36
buf_4: 23
nand2_1: 15
ha_1: 15
clkdlybuf4s50_1: 14
fa_2: 11
and2_4: 9
inv_2: 6
buf_2: 5
clkbuf_2: 4
buf_6: 3
dlygate4sd2_1: 2
ha_2: 1
ha_4: 1
buf_8: 1
clkbuf_4: 1
cells by family (layout without fill, tap and decap cells):
logic type,after synthesis,in the layout
fa+ha+maj,64,64
simple gates,64,64
buf+inv,59,96
critical path, stage by stage:
cell and delay, ns:
clkbuf_2 0.13, and2_4 0.16, fa_1 0.54, inv_2 0.04
fa_1 0.54, inv_2 0.04, fa_1 0.51, inv_2 0.04
fa_1 0.54, inv_2 0.04, fa_2 0.38, fa_2 0.35
fa_2 0.35, fa_2 0.35, fa_2 0.34, fa_2 0.35
fa_2 0.36, fa_2 0.38, ha_4 0.27, buf_2 0.07
report_power, final:
group	internal, uW	switching (uW)
clock network	0	0
logic	185	112
registers	0	0
total	185	112
repair_timing:
| item | 4_1_cts | 5_1_grt |
|---|---|---|
| buffers inserted | 0 | 1 |
| cloned | 0 | 0 |
| endpoints found under the setup margin | 6 | 6 |
| resized | 68 | 25 |
| pin swaps | 16 | 16 |
Power and IR drop assume default switching activity.
