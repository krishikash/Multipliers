--- flow/run.sh ---
#!/bin/bash
# OpenROAD 26Q1-2900-gdf79404cd8, Yosys 0.63+post, stock flow scripts
make -C /OpenROAD-flow-scripts/flow DESIGN_CONFIG=/design/flow/config.mk WORK_HOME=/design/flow/orfs finish
--- flow/config.mk ---
export PLATFORM = sky130hd
export DESIGN_NAME = vedic8x8
export DESIGN_NICKNAME = vedic8x8
export VERILOG_FILES = /design/flow/design.v
export SDC_FILE = /design/flow/constraint.sdc
export NUM_CORES = 4
export LEC_CHECK = 1
export CORE_UTILIZATION = 40
--- flow/constraint.sdc ---
current_design vedic8x8

set clk_period 10.6
set clk_io_pct 0.2

create_clock -name clk0 -period $clk_period

set non_clock_inputs [all_inputs -no_clocks]
set_input_delay [expr $clk_period * $clk_io_pct] -clock clk0 $non_clock_inputs
set_output_delay [expr $clk_period * $clk_io_pct] -clock clk0 [all_outputs]
--- flow/design.v ---
`timescale 1ns / 1ps
module vedic8x8(a, b, result);
    input  [7:0] a,b;
    output [15:0] result;
    wire [15:0] result;
wire [7:0] temp1;
wire [7:0] temp2;
wire [7:0] temp3;
wire [9:0] temp4;
wire [9:0] temp5;
wire [7:0] temp6;
wire [7:0] temp7;
vedic4x4 M1(a[3:0], b[3:0], temp1);
assign result[3:0] = temp1[3:0];
vedic4x4 M2(a[7:4], b[3:0], temp2);
vedic4x4 M3(a[3:0], b[7:4], temp3);
adder10 A1({2'b00, temp2}, {2'b00,temp3}, temp4);
adder10 A2(temp4, {6'b000000, temp1[7:4]}, temp5);
assign result[7:4] = temp5[3:0];
vedic4x4 M4(a[7:4], b[7:4], temp6);
adder8 A3(temp6, {2'b00,temp5[9:4]}, temp7);
assign result[15:8] = temp7;
endmodule
module vedic4x4(a, b, result);
    input  [3:0] a,b;
    output [7:0] result;
    wire [7:0] result;
wire [3:0] temp1;
wire [3:0] temp2;
wire [3:0] temp3;
wire [5:0] temp4;
wire [5:0] temp5;
wire [3:0] temp6;
wire [3:0] temp7;
wire [5:0] w1;
vedic_2x2 V1(a[1:0], b[1:0], temp1);
assign result[1:0] = temp1[1:0];
vedic_2x2 V2(a[3:2], b[1:0], temp2);
vedic_2x2 V3(a[1:0], b[3:2], temp3);
assign w1 = {4'b0000, temp1[3:2]};
adder6 A1({2'b00, temp3}, {2'b00, temp2}, temp4);
adder6 A2(temp4, w1, temp5);
assign result[3:2] = temp5[1:0];
vedic_2x2 V4(a[3:2], b[3:2], temp6);
adder4 A3(temp6, temp5[5:2], temp7);
assign result[7:4] = temp7;
endmodule
module vedic_2x2 (a, b, result);
    input [1:0] a,b;
    output [3:0] result;
    wire [3:0] w;
    assign result[0]= a[0]&b[0];
    assign w[0]     = a[1]&b[0];
    assign w[1]     = a[0]&b[1];
    assign w[2]     = a[1]&b[1];
    halfAdder H0(w[0], w[1], result[1], w[3]);
    halfAdder H1(w[2], w[3], result[2], result[3]);    
endmodule
module halfAdder(a,b,sum,carry);
    input a,b;
    output sum, carry;
assign sum   = a ^ b;
assign carry = a & b;
endmodule
module adder4(a,b,sum);
input [3:0] a,b;
output [3:0] sum;
wire [3:0] sum;
assign sum = a + b;
endmodule
module adder6(a,b,sum);
input [5:0] a,b;
output [5:0] sum;
wire [5:0] sum;
assign sum = a + b;
endmodule
module adder8(a,b,sum);
input [7:0] a,b;
output [7:0] sum;
wire [7:0] sum;
assign sum = a + b;
endmodule
module adder10(a,b,sum);
input [9:0] a,b;
output [9:0] sum;
wire [9:0] sum;
assign sum = a + b;
endmodule
==> flow_summary.html <==
<h2>Synthesis and place &amp; route</h2>
<table>
<tr><th>Metric</th><th>Value</th></tr>
<tr><th colspan="2">Status</th></tr>
<tr><td>Run status</td><td>completed</td></tr>
<tr><th colspan="2">Detailed routing</th></tr>
<tr><td>Routed wire length</td><td>5.43 mm</td></tr>
<tr><td>Pre-antenna DRT Iters</td><td>4</td></tr>
<tr><td>Antenna Diode Count</td><td>0</td></tr>
<tr><td># DRC</td><td>0</td></tr>
<tr><td>Number of DRC markers after the initial detailed-route iteration</td><td>41</td></tr>
<tr><td>Via count</td><td>2116</td></tr>
<tr><td>Routed wirelength normalized by instance count</td><td>12.7 microns</td></tr>
<tr><td>Post-route antenna net violation count</td><td>0</td></tr>
<tr><td>Number of vias per cell after detailed routing</td><td>4.93</td></tr>
<tr><th colspan="2">Layout</th></tr>
<tr><td>Fin util</td><td>52.0%</td></tr>
<tr><td>Layout overhead on the synthesized area</td><td>22.6%</td></tr>
<tr><td>Sequential cells</td><td>0</td></tr>
<tr><td>Fraction of layout instances using a drive strength above 1</td><td>11.4%</td></tr>
<tr><td>Post-route cell area</td><td>0.00338 sq mm</td></tr>
<tr><td># clk buffers</td><td>0</td></tr>
<tr><td>Sequential Area</td><td>0 sq um</td></tr>
<tr><th colspan="2">Yosys</th></tr>
<tr><td>Top cells, area</td><td>sky130_fd_sc_hd__ha_1, sky130_fd_sc_hd__and2_1, sky130_fd_sc_hd__fa_1</td></tr>
<tr><td>Leading area contributor after synthesis</td><td>sky130_fd_sc_hd__ha_1</td></tr>
<tr><td>Yosys synthesis chip area</td><td>0.00276 sq mm</td></tr>
<tr><td>Synthesis Warnings</td><td>0</td></tr>
<tr><td>Post-synthesis average cell area</td><td>8.92 sq um</td></tr>
<tr><td>Combined area of all synthesized cells</td><td>0.00276 sq mm</td></tr>
<tr><td>Cells after synthesis</td><td>309</td></tr>
<tr><td>Yosys Instances</td><td>309</td></tr>
<tr><td>Top area contributor share</td><td>38.6%</td></tr>
<tr><td>Proportion of synthesized chip area in sequential cells</td><td>0%</td></tr>
<tr><td>Unique cell type count in the Yosys netlist</td><td>26</td></tr>
<tr><th colspan="2">Die</th></tr>
<tr><td>Core Region</td><td>0.00649 sq mm</td></tr>
<tr><td>Die footprint</td><td>0.00722 sq mm</td></tr>
<tr><td>Height of the chip</td><td>85.0 microns</td></tr>
<tr><td>Die width</td><td>85.0 microns</td></tr>
<tr><td>Fp_density</td><td>42.4%</td></tr>
<tr><td>Count of standard-cell rows</td><td>29</td></tr>
<tr><td>Ports placed on the boundary</td><td>32</td></tr>
<tr><th colspan="2">Timing</th></tr>
<tr><td>Setup repair after global routing missed its margin</td><td>no</td></tr>
<tr><td>Highest Clock Rate</td><td>97.1 MHz</td></tr>
<tr><td>Post-route fraction of the period consumed by the critical path</td><td>97.2%</td></tr>
<tr><td>Worst rel slew slack</td><td>73.0%</td></tr>
<tr><td>Setup-violating endpoint count in the final report</td><td>0</td></tr>
<tr><td>Post-route minimum period</td><td>10300 ps</td></tr>
<tr><td>Slew at the pin closest to its max-slew limit</td><td>402 ps</td></tr>
<tr><td>Final count of pins violating max slew</td><td>0</td></tr>
<tr><td>Number of hold violations in the final report</td><td>0</td></tr>
<tr><th colspan="2">Run</th></tr>
<tr><td>Log Warnings</td><td>32</td></tr>
<tr><td>Total of max-cap violations</td><td>0</td></tr>
<tr><th colspan="2">Setup path</th></tr>
<tr><td>Category of the most critical setup path</td><td>input pin to output pin</td></tr>
<tr><td>Worst Path Arrival</td><td>8180 ps</td></tr>
<tr><td>CP max FO</td><td>3</td></tr>
<tr><td>Kind of capture point of the worst setup path</td><td>output pin</td></tr>
<tr><td>Data required time at the worst endpoint</td><td>8480 ps</td></tr>
<tr><td>Crit path launch type</td><td>input pin</td></tr>
<tr><th colspan="2">Global route</th></tr>
<tr><td>Vias in the first global route</td><td>2111</td></tr>
<tr><td>Remaining global-route overflow</td><td>0</td></tr>
<tr><td>Antenna violations before repair</td><td>0</td></tr>
<tr><td>Global-route wire length before repair</td><td>9.63 mm</td></tr>
<tr><td>Total routing resource utilization after global routing</td><td>16.8%</td></tr>
<tr><td>Maximum number of pins on one net before global-route repair</td><td>9</td></tr>
<tr><th colspan="2">Placement</th></tr>
<tr><td>Post-place instance area</td><td>0.00325 sq mm</td></tr>
<tr><td>HPWL after detailed placement</td><td>4.80 mm</td></tr>
<tr><td>Port Buf Inserts</td><td>32</td></tr>
<tr><td>Final weighted congestion of routability-driven global placement</td><td>0.820</td></tr>
<tr><th colspan="2">Power and ir drop</th></tr>
<tr><td>Pwr dens</td><td>158 mW/mm^2</td></tr>
<tr><td>Fraction of power consumed by the clock network</td><td>0%</td></tr>
<tr><td>Portion of total power attributed to sequential cells</td><td>0%</td></tr>
<tr><td>Logic gate share of total power</td><td>100.0%</td></tr>
<tr><td>Cell Int Power</td><td>0.000319 W</td></tr>
<tr><td>Total net switching power</td><td>0.000216 W</td></tr>
<tr><td>Max VDD drop</td><td>157 uV</td></tr>
<tr><td>Lkg Pwr</td><td>1.79 nW</td></tr>
<tr><td>Sw Share</td><td>40.3%</td></tr>
<tr><th colspan="2">Clocking</th></tr>
<tr><td>CTS hold repair buffers</td><td>0</td></tr>
<tr><th colspan="2">Worst hold path</th></tr>
<tr><td>Class of the worst hold path</td><td>input pin to output pin</td></tr>
</table>
routing by layer:
| metal | track usage (%) | vias up | part of all wire (%) |
|---|---|---|---|
| li1 | - | 1138 | - |
| met1 | 27.4 | 958 | 56 |
| met2 | 26.9 | 20 | 42 |
| met3 | 0.691 | 0 | 2.0 |
| met4 | 0 | 0 | 0 |
| met5 | 0 | - | 0 |
through the flow:
stage	setup slack (ps)	std cells	TNS [ps]	power [W]	hold WS [ps]
after detailed placement	-10.6	428	-13.5	0.000498	5370
after global placement	-17.9	428	-33.5	0.000500	5380
after global routing	0.921	429	0	0.000607	5120
after CTS	20.7	428	0	0.000507	5380
after floorplan	1190	309	0	0.000265	4310
final	297	429	0	0.000535	5080
cell usage in the layout (no fill, tap or decap), types with 3 or more instances in the layout:
cell type	n
sky130_fd_sc_hd__a21oi_2	5
sky130_fd_sc_hd__inv_1	25
sky130_fd_sc_hd__fa_1	16
sky130_fd_sc_hd__nand2_1	6
sky130_fd_sc_hd__nand3b_1	3
sky130_fd_sc_hd__ha_1	80
sky130_fd_sc_hd__xor2_1	14
sky130_fd_sc_hd__a21o_1	15
sky130_fd_sc_hd__clkdlybuf4s50_1	30
sky130_fd_sc_hd__buf_4	11
sky130_fd_sc_hd__nor2_1	7
sky130_fd_sc_hd__a21oi_1	18
sky130_fd_sc_hd__and2_1	61
sky130_fd_sc_hd__ha_4	3
sky130_fd_sc_hd__xnor2_1	26
sky130_fd_sc_hd__and2_4	3
cell families (layout without fill, tap and decap cells):
logic type,count (synthesis),count (layout),synth area share [%]
adder cells (fa/ha/maj),103,103,51.7
AND/OR/NAND/NOR,90,90,20.1
AND-OR/OR-AND,47,47,10.9
buffers and inverters,26,69,3.68
XOR/XNOR,43,43,13.7
final cells by class:
type	instances	area, sq um
repair buffers	44	419
fillers	589	3120
well taps	77	96.3
multi-input cells	283	2770
inverters	25	93.8
timing repair:
action / in CTS / in global routing
hold endpoints to repair: 0 / 0
resized: 1 / 24
pin swaps: 0 / 15
setup buffers: 0 / 1
endpoints found under the setup margin: 2 / 4
worst paths after layout:
kind | start | endpoint | slack [ps] | cells after the start
max | b[1] | result[15] | 300 | 26
min | a[0] | result[0] | 5080 | 4
worst max-delay path, cell delays in order:
cell and delay, ps:
sky130_fd_sc_hd__clkdlybuf4s50_1 530, sky130_fd_sc_hd__and2_4 170, sky130_fd_sc_hd__ha_4 200, sky130_fd_sc_hd__fa_1 500, sky130_fd_sc_hd__ha_1 320, sky130_fd_sc_hd__a21oi_2 130, sky130_fd_sc_hd__nor2_2 70, sky130_fd_sc_hd__xor2_2 200
sky130_fd_sc_hd__ha_1 310, sky130_fd_sc_hd__a21o_1 170, sky130_fd_sc_hd__a21oi_2 140, sky130_fd_sc_hd__xor2_1 220, sky130_fd_sc_hd__xnor2_2 100, sky130_fd_sc_hd__fa_1 530, sky130_fd_sc_hd__inv_1 60, sky130_fd_sc_hd__ha_4 250
sky130_fd_sc_hd__a21o_1 160, sky130_fd_sc_hd__a21oi_2 190, sky130_fd_sc_hd__xnor2_2 160, sky130_fd_sc_hd__ha_1 260, sky130_fd_sc_hd__a21o_1 150, sky130_fd_sc_hd__a21oi_1 210, sky130_fd_sc_hd__o21bai_2 100, sky130_fd_sc_hd__o311ai_2 300
sky130_fd_sc_hd__xnor2_1 140, sky130_fd_sc_hd__clkdlybuf4s50_1 480
cells in the mapped netlist (all sizes together):
master / n
xor2: 15
buf: 1
inv: 25
nor4b: 1
nand3b: 3
nand2b: 1
a21o: 16
a21oi: 23
and2: 64
nand3: 2
and3: 1
o21ai: 3
o41ai: 1
fa: 18
ha: 85
nor3: 2
o311ai: 1
o21bai: 3
nor2: 9
or2: 1
xnor2: 28
nand2: 6
power groups by stage:
stage	logic, W	clock network (W)	registers [W]
4_1_cts	0.000507	0	0
5_1_grt	0.000607	0	0
6_report	0.000535	0	0
Power is estimated from default activity; no workload was simulated.
