[./run.sh]
#!/bin/bash
# OpenROAD 26Q1-2900-gdf79404cd8, Yosys 0.63+post, stock flow scripts
make -C /OpenROAD-flow-scripts/flow DESIGN_CONFIG=/design/flow/config.mk WORK_HOME=/design/flow/orfs finish
[./config.mk]
export PLATFORM = sky130hd
export DESIGN_NAME = array_multiplier_8x8
export DESIGN_NICKNAME = array_multiplier_8x8
export VERILOG_FILES = /design/flow/design.v
export SDC_FILE = /design/flow/constraint.sdc
export NUM_CORES = 4
export LEC_CHECK = 1
export CORE_AREA = 10 10 70 70
export DIE_AREA = 0 0 80 80
[./constraint.sdc]
current_design array_multiplier_8x8

set clk_period 1.2
set clk_io_pct 0.2

create_clock -name clk0 -period $clk_period

set non_clock_inputs [all_inputs -no_clocks]
set_input_delay [expr $clk_period * $clk_io_pct] -clock clk0 $non_clock_inputs
set_output_delay [expr $clk_period * $clk_io_pct] -clock clk0 [all_outputs]
[./design.v]
module array_multiplier_8x8 (
    input  [7:0] A,    
    input  [7:0] B,    
    output [15:0] P    
);
    wire [7:0] pp[7:0];         
    wire [15:0] sum[6:0];       
    wire [15:0] carry[6:0];     
    genvar i, j;
    generate
        for (i = 0; i < 8; i = i + 1) begin : pp_gen
            assign pp[i] = A & {8{B[i]}};
        end
    endgenerate
    assign P[0] = pp[0][0];
    generate
        for (i = 1; i < 15; i = i + 1) begin : mult_stage
            reg [3:0] count;
            wire [7:0] temp;
            assign temp = {pp[7][i-7], pp[6][i-6], pp[5][i-5], pp[4][i-4],
                           pp[3][i-3], pp[2][i-2], pp[1][i-1], pp[0][i]};
            assign P[i] = ^temp;   
        end
    endgenerate
    assign P[15] = pp[7][7];  
endmodule
==> results_dict.tcl <==
# place-and-route summary
set metrics [dict create \
    seq_power_share 0 \
    antenna_cells 0 \
    critPathTopFamily "XOR/XNOR gates" \
    wire_per_inst_um 7.98 \
    total_power_divided_by_cell_area_nw_per_um2 323 \
    period_needed_ns 1.19 \
    ant_nets 0 \
    final-setup-viol-count 0 \
    dpl-instance-area_um2 409 \
    gr_ovfl_total 0 \
    globalRoute.busiestLayer "met2" \
    largest_driver_fanout_on_the_critical_path 1 \
    max_freq_mhz 844 \
    critical_path_required_ns 0.96 \
    finalWirelength_um 766 \
    worst_path_max_delay_cell "sky130_fd_sc_hd__xnor2_1" \
    n_sequential_cell 0 \
    layout_top_cell "sky130_fd_sc_hd__conb_1" \
    totalNegativeSetupSlack_ns 0 \
    status "completed" \
    path_depth 6 \
    dr_total_vias 208 \
    timing_worst_setup_path_type "in2out" \
    total_switching_power_mw 0.0503 \
    io_pins 32 \
    fp.dieArea_um2 6400 \
    drive_gt1_frac 0.640 \
    drcViolationCount 0 \
    grt_setup_unrepaired "true" \
    final_tally_of_hold_violations 0 \
    yosysWarnings 50 \
    critical_path_buf_inv_count 2 \
    synth-area-yosys_um2 206 \
    place_congestion 0.693 \
    crit_path_start_kind "input pin" \
    synthDominantCellAreaShare 0.473 \
    core_area_um2 3420 \
    ff_latch_area_um2 0 \
    rows 21 \
    die_w_um 80 \
    dp.final_hpwl_um 718 \
    ys_cells 31 \
    top_cells_by_area "sky130_fd_sc_hd__buf_4 (47%), sky130_fd_sc_hd__xnor2_1 (25%), sky130_fd_sc_hd__nand2_1 (15%)" \
    global_route.usage.total 0.0194 \
    hold_wc_path_type "in2out" \
    detailedRoute.firstPassIterationCount 2 \
    clock_power_share 0 \
    top_layout_cells "sky130_fd_sc_hd__conb_1 (13), sky130_fd_sc_hd__buf_2 (9), sky130_fd_sc_hd__buf_6 (8)" \
    filler_cell_count 393 \
    tool_warnings 34 \
    combinationalPowerShare 1.000 \
    mean_cell_area_of_the_mapped_netlist_um2 6.66 \
    buffer_ports.inserted 19 \
    final_design_area_no_fill_um2 448 \
    vias_in_the_first_global_route 227 \
    place_inst 96 \
    cells_after_synth 31 \
    floorplan.die.height_um 80 \
    cp_cell_sequence "buf_2, nand2_2, xnor2_2, xnor2_1, xnor2_1, buf_2" \
    endpoint_kind "primary output" \
    final.period_utilization 0.988 \
    initial_core_util 0.0604 \
    grtUsageMet2 0.0337 \
    power_switching_share 0.348 \
    grt_max_degree 3 \
    dr_vias_cell 2.17 \
    p_leak_nw 0.237 \
    critPathArrivalTime_ns 0.95 \
    grt_use_met3 0.00455 \
    cts_post_setup_buffers_inserted 0 \
    grt_first_pass_wirelength_um 1060 \
    n_clock_buffer 0 \
    ys_seq_share 0 \
    number_of_antenna_violations_at_the_first_check_in_global_routing 0 \
    vdd.ir_drop.worst_mv 0.0432 \
    final_cells 96 \
    initialDrtViolationCount 2 \
    maxcap_viol_count 0 \
    power.internal_mw 0.0942 \
    final.hold.worst_slack_ns 0.765 \
    syn-cell-area_um2 206 \
    area_growth_pct 117 \
    report.power.total_mw 0.145 \
    grt.met1_usage 0.0251 \
    synth_top_cell_by_area "sky130_fd_sc_hd__buf_4" \
    synth_cell_types 7 \
    finalMaxSlewViolations 0 \
    worstHoldPathCells 3 \
    max_stage_delay_ns 0.19 \
]
## routing by layer
layer | wire, um | share of wire
met3 | 67 | 0.087
met1 | 332 | 0.43
met2 | 366 | 0.48
met5 | 0 | 0
met4 | 0 | 0
## synth_stat cells
| cell | number |
|---|---|
| sky130_fd_sc_hd__buf_4 | 13 |
| sky130_fd_sc_hd__and2_1 | 1 |
| sky130_fd_sc_hd__and2_2 | 1 |
| sky130_fd_sc_hd__xor2_1 | 1 |
| sky130_fd_sc_hd__xnor2_1 | 6 |
| sky130_fd_sc_hd__nand2_1 | 8 |
| sky130_fd_sc_hd__conb_1 | 1 |
## area by class of cell
type | instances | area, um^2 | area share
multi-input combinational | 30 | 226 | 0.506
timing repair buffer | 20 | 164 | 0.366
tap | 46 | 57.6 | 0.128
## cells by family (layout without fill, tap and decap cells)
logic type / Yosys count / after routing / synth area share
other cells: 1 / 13 / 0.0182
xor+xnor: 7 / 7 / 0.297
buf+inv: 13 / 20 / 0.473
simple gates: 10 / 10 / 0.212
## metrics by stage
| step | util | worst slack, ns |
|---|---|---|
| after floorplan | - | 0.236 |
| after global placement | 0.120 | -0.851 |
| after detailed placement | 0.120 | -0.844 |
| after CTS | 0.116 | -0.00243 |
| after global routing | 0.131 | -0.0526 |
| final | 0.131 | 0.0149 |
## path summary, 6_finish.rpt
kind | to | startpoint | slack [ns]
setup / recovery | P[7] | B[5] | 0.01
hold / removal | P[15] | A[7] | 0.77
## power groups by stage
stage,combinational [mW],clock (mW),sequential (mW)
6_report,0.145,0,0
5_1_grt,0.159,0,0
4_1_cts,0.126,0,0
## timing repair
item	4_1_cts	5_1_grt
gates resized	71	11
hold buffers	0	0
endpoints found under the setup margin	3	2
pin swaps	15	5
Power figures rest on the tool's default switching activity, not on a simulated workload.
